File: design/flow/run.sh
#!/bin/bash
# OpenROAD 26Q1-2900-gdf79404cd8, Yosys 0.63+post, stock flow scripts
make -C /OpenROAD-flow-scripts/flow DESIGN_CONFIG=/design/flow/config.mk WORK_HOME=/design/flow/orfs finish
File: design/flow/config.mk
export PLATFORM = sky130hd
export DESIGN_NAME = decoder_top
export DESIGN_NICKNAME = decoder_top
export VERILOG_FILES = /design/flow/design.v
export SDC_FILE = /design/flow/constraint.sdc
export NUM_CORES = 4
export LEC_CHECK = 1
export CORE_AREA = 10 10 98 98
export DIE_AREA = 0 0 108 108
File: design/flow/constraint.sdc
current_design decoder_top

set clk_period 4.0
set clk_io_pct 0.2

create_clock -name clk0 -period $clk_period

set non_clock_inputs [all_inputs -no_clocks]
set_input_delay [expr $clk_period * $clk_io_pct] -clock clk0 $non_clock_inputs
set_output_delay [expr $clk_period * $clk_io_pct] -clock clk0 [all_outputs]
File: design/flow/design.v
interface ADAM_SEQ;
    logic clk;
    logic rst;
    modport Master (
        output clk,
        output rst
    );
    modport Slave (
        input clk,
        input rst
    );
endinterface
module decoder_top #(parameter Nword = 6)
(	input logic [Nword-1:0] adr,
	input logic CBLEN_in,
	input logic CBL_in,
	output logic [2**Nword-1:0] CBLEN_out,
	output logic [2**Nword-1:0] CBL_out
);
	assign CBLEN_out = CBLEN_in ? 64'b1 << adr : 64'b0;  
	assign CBL_out = CBL_in ? 64'b1 << adr : 64'b0;    
endmodule
==> flow_summary.json <==
{
  "n_antenna_cell": 0,
  "hold_path_class": "input port to output pin",
  "hpwl_um": 5320,
  "finalHoldViolations": 0,
  "syn_to_final_growth_pct": 171,
  "ioPinCount": 136,
  "yosysCellCount": 179,
  "vias_per_cell": 3.92,
  "gr-total-overflow": 0,
  "slew_headroom": 0.543,
  "top_cells_by_area": "nor2_1 (57%), nand4bb_1 (8.1%), clkbuf_1 (6.7%)",
  "synthCells": 179,
  "gp_congestion": 0.756,
  "grt_start_max_net_pins": 17,
  "timing_worst_setup_path_type": "input port to output pin",
  "area.sequential_um2": 0,
  "cp_max_fo": 10,
  "layout_top_cell": "clkdlybuf4s50_1",
  "num_rows": 32,
  "fillerInstances": 825,
  "finalWorstSetupSlack_ns": 0.465,
  "dr_total_vias": 1569,
  "path_common_cell": "clkdlybuf4s50_1",
  "cp-end-kind": "output pin",
  "peakVddDrop_v": 0.0000133,
  "first_pass_iters": 6,
  "crit_path_top_delay_cell": "or4b_4",
  "critPathLaunch": "adr[2]",
  "antenna_found_initial": 0,
  "grt_pass1_vias": 1394,
  "yosys_warnings": 0,
  "fp_util": 0.109,
  "status": "finished clean",
  "seq_area_frac_synth": 0,
  "endpoint": "CBL_out[48]",
  "post_cts_resized": 0,
  "wl_per_cell_um": 16.7,
  "start_kind": "input port",
  "critPathArrivalTime_ns": 2.73,
  "holdWs_ns": 2.69,
  "coreArea_mm2": 0.00765,
  "most-common-layout-cells": "clkdlybuf4s50_1 (136), nor2_1 (128), buf_4 (10), nand4bb_1 (6)",
  "tightestPinTransition_ns": 0.686,
  "drc_errors": 0,
  "largest_area_cell": "nor2_1",
  "power_density_mw_per_mm2": 33.6,
  "cp_cell_sequence": "clkdlybuf4s50_1 > buf_4 > or4b_4 > nor2_1 > clkdlybuf4s50_1",
  "leakage_uw": 0.000659,
  "design.seq.count": 0,
  "slowest_delay_ns": 0.59,
  "finalSetupTns_ns": 0,
  "rsz0062_at_grt": "false",
  "finalCritPeriodShare": 0.884,
  "period_minus_slack_ns": 3.53,
  "postRouteAntennaNets": 0,
  "die_h_um": 108,
  "clkbuf_count": 0,
  "portBuffers": 136,
  "max-cap-violations": 0,
  "synth_top_area_share": 0.574,
  "place_ws_ns": 0.471,
  "cp_data_required_time_ns": 3.20,
  "drt_iter0_drc": 105,
  "grt_first_pass_wirelength_um": 9460,
  "die_w_um": 108,
  "grt.total_usage": 0.104,
  "drive_gt1_frac": 0.0403,
  "postCtsSetupBuffers": 0,
  "comb_area_um2": 702,
  "fmax_ghz": 0.283,
  "wirelength_um": 6690,
  "maxSlewViolCount": 0,
  "ys_chip_area_um2": 837,
  "avgSynthCellArea_um2": 4.68,
  "setup_violations": 0,
  "hold_buffers": 0,
  "yosysUniqueCellTypes": 14,
  "synthesis.area_um2": 837,
  "chipArea_mm2": 0.0117,
  "warnings": 32
}
[Yosys cell counts]
| library cell | instances |
|---|---|
| buf_2 | 8 |
| buf_6 | 3 |
| clkbuf_1 | 15 |
| clkbuf_2 | 1 |
| nand3_1 | 2 |
| nand3b_1 | 4 |
| nand4_1 | 1 |
| nand4b_1 | 4 |
| nand4bb_1 | 6 |
| nor2_1 | 128 |
| or3b_1 | 2 |
| or4_4 | 1 |
| or4b_1 | 3 |
| or4b_4 | 1 |
[critical path, delay by kind of cell]
family | cells | cell delay [ns]
buf+inv | 3 | 1.20
simple gates | 2 | 0.72
[per-layer routing]
metal	track usage	part of all wire	wire, um	vias to the layer above
met1	0.131	0.40	2640	716
met4	0	0	0	0
met5	0	0	0	-
met3	0.0223	0.080	536	0
li1	-	-	-	792
met2	0.188	0.52	3510	61
[layout make-up]
type	instances	share of cell area
Timing Repair Buffer	146	0.634
Multi-Input combinational cell	152	0.310
Tap cell	102	0.0563
[report_power, final]
group / internal (uW) / switching, uW / leakage, uW
sequential: 0 / 0 / 0
clock: 0 / 0 / 0
combinational: 33.2 / 42.8 / 0.000659
[cells by family (layout without fill, tap and decap cells)]
| family | after synthesis | count (layout) | synth area share |
|---|---|---|---|
| AND/OR/NAND/NOR | 152 | 152 | 0.839 |
| buffers and inverters | 27 | 146 | 0.161 |
[metrics by stage]
stage	total power, uW	cells	util	instance area [um^2]
5_1_grt	83.5	400	0.296	2270
3_3_place_gp	76.0	400	0.296	2270
2_1_floorplan	37.9	179	-	837
6_report	76.1	400	0.296	2270
3_5_place_dp	76.8	400	0.296	2270
4_1_cts	77.0	400	0.296	2270
[worst min-delay path by stage]
stage | startpoint | to | cells past startpoint
6_report | CBLEN_in | CBLEN_out[44] | 4
4_1_cts | CBLEN_in | CBLEN_out[44] | 4
5_1_grt | CBLEN_in | CBLEN_out[41] | 4
Power figures rest on the tool's default switching activity, not on a simulated workload.
