**flow/design.v**
```verilog
interface ADAM_SEQ;
    logic clk;
    logic rst;
    modport Master (
        output clk,
        output rst
    );
    modport Slave (
        input clk,
        input rst
    );
endinterface
module decoder_bot #(parameter Nword = 6)
(	input logic [Nword-1:0] adr,
	input logic read,
	input logic CSL_in,
	output logic [2**Nword-1:0] CSL_out
);
	logic [7:0] inter;
	logic [2**Nword-1:0] inter2;
	assign inter = read ? (CSL_in ? 8'b1<< adr[2:0] : 8'b0) : 8'b0;  
	assign inter2 = {inter[7], inter[7], inter[7], inter[7], inter[7], inter[7], inter[7], inter[7],
			inter[6], inter[6], inter[6], inter[6], inter[6], inter[6], inter[6], inter[6],
			inter[5], inter[5], inter[5], inter[5], inter[5], inter[5], inter[5], inter[5],
			inter[4], inter[4], inter[4], inter[4], inter[4], inter[4], inter[4], inter[4],
			inter[3], inter[3], inter[3], inter[3], inter[3], inter[3], inter[3], inter[3],
			inter[2], inter[2], inter[2], inter[2], inter[2], inter[2], inter[2], inter[2],
			inter[1], inter[1], inter[1], inter[1], inter[1], inter[1], inter[1], inter[1],
			inter[0], inter[0], inter[0], inter[0], inter[0], inter[0], inter[0], inter[0]};
	assign CSL_out = read ? inter2 : (CSL_in ? 64'b1 << adr : 64'b0);
endmodule
```
**flow/run.sh**
```bash
#!/bin/bash
# OpenROAD 26Q1-2900-gdf79404cd8, Yosys 0.63+post, stock flow scripts
make -C /OpenROAD-flow-scripts/flow DESIGN_CONFIG=/design/flow/config.mk WORK_HOME=/design/flow/orfs finish
```
**flow/config.mk**
```make
export PLATFORM = sky130hd
export DESIGN_NAME = decoder_bot
export DESIGN_NICKNAME = decoder_bot
export VERILOG_FILES = /design/flow/design.v
export SDC_FILE = /design/flow/constraint.sdc
export NUM_CORES = 4
export LEC_CHECK = 1
export CORE_AREA = 10 10 80 80
export DIE_AREA = 0 0 90 90
```
**flow/constraint.sdc**
```tcl
current_design decoder_bot

set clk_period 3.0
set clk_io_pct 0.2

create_clock -name clk0 -period $clk_period

set non_clock_inputs [all_inputs -no_clocks]
set_input_delay [expr $clk_period * $clk_io_pct] -clock clk0 $non_clock_inputs
set_output_delay [expr $clk_period * $clk_io_pct] -clock clk0 [all_outputs]
```
==> results.txt <==
Synthesis and place-and-route results.

- The filler cell count in the final layout is 471.
- The worst setup path is of the in -> out kind.
- Cell internal power was estimated by the tool at approximately 100 uW.
- The script extracted a net switching power of around 97 uW.
- Setup violations remaining at the end of the flow were counted as 0.
- For this run, global-route usage on met1 was measured as 0.170.
- The leakage power is 0.000818 uW.
- The overall chip area is 0.00810 sq mm.
- The ratio of final minimum period to clock period is 0.953.
- The worst path setup slack after routing is 142 ps.
- The critical path endpoint has a required time of between 2000 and 2500 ps.
- The cell count listed in synth_stat.txt is just under 200.
- The number of buffers added to fix hold violations after cts is 0.
- The initial antenna violation count is 0.
- The final max-slew violation count is 0.
- The sequential cell count of the final layout is 0.
- The post-detailed-route count of antenna-violating nets is 0.
- In the finished layout, the clock tree contains a buffer count of 0.
- The report lists the power per cell area as 90.5 mW/mm^2.
- Detailed placement finished with a half-perimeter wire length of between 4000 and 5000 microns.
- A synthesized cell averages 5.67 sq um.
- The distinct cell type count after synthesis is 38.
- For this block, the initial DRC count from the detailed router was 95.
- Of the total power, combinational logic draws 1.000.
- The number of warnings reported in the stage logs is 32.
- The worst hold path belongs to the class in -> out.
- The flow ran to the end, and the final reports show no timing, DRC or antenna violations.
- The detailed-route DRC error count is 0.
- The share of synthesized area in the top cell type comes to 0.160.
- The sequential cell area is 0 sq um.
- The synthesized instance count is 193.
- The placed cell area is about 0.0022 sq mm.
- The layer with the highest usage after global routing is met2.
- The largest net degree at the start of global routing is 18.
- STA classifies the critical path endpoint as a primary output.
- The critical path arrival is about 2300 ps.
- In the routed layout, each cell is associated on average with a via count of 4.92.
- The total via count after detailed routing is 1768.
- The wire length per cell is 14.7 microns.
- The switching power as a share of total power is 0.481.
- The count of max-cap constraint violations is 0.
- Setup repair after global routing left no endpoint under its margin.
- The total standard cell area after synthesis is 0.00109 sq mm.
- The via count of the first global-routing pass is 1631.
- The analysis reports a worst IR drop on VDD of 0.0343 mV.
- By area the synthesized netlist is led by sky130_fd_sc_hd__a21oi_1, sky130_fd_sc_hd__nand2_1, sky130_fd_sc_hd__nor2_1.
- The area taken by multi-input combinational cells is reported as a little over 0.001 sq mm.
- Total global-route track usage over all layers is 0.120.
- For this run, the register share of the synthesized area comes to 0.
- Recorded from the global router log, the overflow total was 0.
- The highest fanout seen on the critical path is 6.
- The power report attributes to the sequential group a share of 0.
- The floorplan core area is 0.00472 sq mm.
- The transition time at the pin with the least slew margin is 369 ps.
- The final weighted congestion recorded by global placement is 0.891.
- The slowest stage of the critical path is the sky130_fd_sc_hd__clkdlybuf4s50_1 cell.
- Per the OpenROAD floorplan log, the height of the die is 90 microns.
- Antenna repair during routing inserted a diode count of 0.
- The number of warning messages in the yosys log is 0.
- The first-pass GRT wire length is ~8400 microns.
- The detailed router reported a total wirelength of between 5000 and 6000 microns.
- The number of rows created at floorplan is 25.
- For this run, the detailed router's first-pass iteration total came to 4.
- Hold-check failures listed in the final report amount to 0.
- Listed in order, past its start point the critical path passes dlygate4sd2_1, buf_4, nor3_2, or3b_1, a21oi_1, clkdlybuf4s50_1.
- The floorplan die width is 90 microns.
- The post-route cell area is 0.00222 sq mm.
- met2 track demand over resource after global routing is 0.191.
- Derived from the worst setup path, the maximum achievable clock frequency is about 350 MHz.
- The yosys stat chip area is 0.00109 sq mm.
- The count of buffers inserted at the top-level ports is 72.
- The core utilization before placement is 0.232.
- On the worst path, the slowest cell contributes a delay of ~480 ps.
- The power report attributes to the clock group a share of 0.
- Per the repair_timing log after CTS, setup buffers inserted total 0.
- The max-slew headroom at the worst pin is 0.754.
- 72 I/O pins were placed.
- Of the cells placed in the final design, the portion with a size suffix greater than 1 is 0.226.
- The pre-CTS setup check shows a worst slack of -138 ps.
- The worst setup path is launched from a primary input.
- The post-layout minimum cycle time is between 2000 and 3000 ps.
- Sorting the Yosys area breakdown by cell type puts at the top sky130_fd_sc_hd__a21oi_1.
- Per the run report, area growth between synthesis and finish was 103%.
- For met3 alone, demand over resource in global routing was 0.0260.
[metrics by stage]
stage	utilization	hold slack, ps	TNS (ps)	cells	total power, uW
CTS	0.461	2130	0	358	197
global placement	0.456	2370	-1300	357	194
finish	0.470	2040	0	359	201
floorplan	-	1330	0	193	89.1
detailed placement	0.456	2380	-1300	357	194
global route	0.470	2100	0	359	221
[logic make-up (layout without fill, tap and decap cells)]
kind of cell / count (synthesis) / after routing / synth area share
AOI/OAI and AO/OA: 53 / 53 / 0.265
muxes: 3 / 3 / 0.0286
and+or+nand+nor: 116 / 116 / 0.612
buffers and inverters: 21 / 120 / 0.0938
[cell usage after synthesis, types with 4 or more instances]
| master | number |
|---|---|
| sky130_fd_sc_hd__o21ai_0 | 7 |
| sky130_fd_sc_hd__and3b_1 | 4 |
| sky130_fd_sc_hd__nor2b_1 | 5 |
| sky130_fd_sc_hd__nand2_1 | 22 |
| sky130_fd_sc_hd__nand2b_1 | 5 |
| sky130_fd_sc_hd__o22ai_1 | 4 |
| sky130_fd_sc_hd__nand3b_1 | 5 |
| sky130_fd_sc_hd__nor3_1 | 16 |
| sky130_fd_sc_hd__or3b_1 | 5 |
| sky130_fd_sc_hd__nor2_1 | 22 |
| sky130_fd_sc_hd__clkbuf_1 | 9 |
| sky130_fd_sc_hd__a21oi_1 | 35 |
| sky130_fd_sc_hd__nand3_1 | 9 |
| sky130_fd_sc_hd__buf_2 | 7 |
| sky130_fd_sc_hd__buf_4 | 4 |
[repair_timing]
item / 4_1_cts / 5_1_grt
gates resized: 10 / 12
pin swaps: 0 / 1
setup endpoints to repair: 38 / 42
gates cloned: 1 / 1
[layout by cell type, fill, tap and decap left out, types with 2 or more instances in the layout]
master / instances
sky130_fd_sc_hd__or2_2: 3
sky130_fd_sc_hd__or3b_1: 5
sky130_fd_sc_hd__nand4_1: 2
sky130_fd_sc_hd__nor2_1: 22
sky130_fd_sc_hd__buf_6: 3
sky130_fd_sc_hd__o22ai_1: 4
sky130_fd_sc_hd__clkdlybuf4s50_1: 64
sky130_fd_sc_hd__a211oi_1: 2
sky130_fd_sc_hd__o21ai_0: 6
sky130_fd_sc_hd__and4bb_2: 2
sky130_fd_sc_hd__nand3_1: 9
sky130_fd_sc_hd__nor3b_2: 2
sky130_fd_sc_hd__mux2i_1: 2
sky130_fd_sc_hd__and3_1: 2
sky130_fd_sc_hd__nor3_1: 13
sky130_fd_sc_hd__nand2b_1: 5
sky130_fd_sc_hd__dlygate4sd2_1: 5
sky130_fd_sc_hd__nor2b_1: 4
sky130_fd_sc_hd__nor3_2: 2
sky130_fd_sc_hd__and2b_1: 2
sky130_fd_sc_hd__and3b_1: 4
sky130_fd_sc_hd__dlymetal6s2s_1: 3
sky130_fd_sc_hd__buf_4: 43
sky130_fd_sc_hd__nand3b_1: 5
sky130_fd_sc_hd__a21oi_1: 34
sky130_fd_sc_hd__nand2_1: 22
sky130_fd_sc_hd__and2_1: 2
[worst paths after layout]
path                      end  slack, ps  cells after the start    from
setup / recovery   CSL_out[3]        140                      6  adr[5]
hold / removal    CSL_out[37]       2040                      4  adr[1]
[metal layers]
layer	vias to the layer above	wire [microns]	share of wire
li1	899	-	-
met1	793	2470	0.47
met2	72	2370	0.45
met3	4	409	0.077
met4	0	25	0.0047
met5	-	0	0
[power groups by stage]
| stage | clock network, uW | registers (uW) | logic [uW] |
|---|---|---|---|
| 6_report | 0 | 0 | 201 |
| 5_1_grt | 0 | 0 | 221 |
| 4_1_cts | 0 | 0 | 197 |
[area by class of cell]
class / instances / area share
Timing Repair Buffer: 120 / 0.497
Multi-Input combinational cell: 172 / 0.466
Tap cell: 67 / 0.0377
[worst max-delay path, delay by kind of cell]
kind	cells	cell delay, ps
AND-OR/OR-AND	1	160
buffers and inverters	3	950
AND/OR/NAND/NOR	2	550
Power figures rest on the tool's default switching activity, not on a simulated workload.
