[./run.sh]
#!/bin/bash
# OpenROAD 26Q1-2900-gdf79404cd8, Yosys 0.63+post, stock flow scripts
make -C /OpenROAD-flow-scripts/flow DESIGN_CONFIG=/design/flow/config.mk WORK_HOME=/design/flow/orfs finish
[./design.v]
interface ADAM_SEQ;
    logic clk;
    logic rst;
    modport Master (
        output clk,
        output rst
    );
    modport Slave (
        input clk,
        input rst
    );
endinterface
module Gupta #(parameter M = 8)  
(	input logic [M-1:0] rnd,
 	input logic [M-1:0] proba,
 	output logic probabit);
	logic [M-2:0] Ni;
	logic [M-2:0] Oi;
	assign Ni[0]=~rnd[M-1];
	assign Oi[0]=rnd[M-1]&proba[M-1];
	  generate
		genvar i;
		for (i=1; i<=M-2; i=i+1) begin
			assign Ni[i]=(~rnd[M-i-1])&Ni[i-1];
			assign Oi[i]=Oi[i-1]|(proba[M-i-1]&Ni[i-1]&rnd[M-i-1]);
		end
	  endgenerate
	assign probabit=Oi[M-2]|(proba[0]&rnd[0]&Ni[M-2]);
endmodule
module additions #(parameter M = 8)
	(input logic [M-1:0] proba1, proba2,
	output logic [M-1:0] proba_out);
	logic [M:0] d1;
	logic [M-1:0] overflow;
	assign overflow = 8'b11111111;  
	assign d1 = proba1 + proba2;
	assign proba_out = d1[M] ? overflow : d1[M-1:0];
endmodule
module bot_logic #(parameter M = 8)
(	input logic [M-1:0] DATA,
	input logic [M-1:0] rnd, 
	input logic [$clog2(M)-1:0] adr_c,
	input logic bit_prev, select, adr_0,
	input logic stoch_log,
	input logic [M-1:0] DATA_prev,
	input logic inference,
	output logic [M-1:0] DATA_next,
	output logic bit_next
);
	logic probaBit, bit_prev0;
	assign bit_prev0 = stoch_log ? 1'b0 : bit_prev;
	Gupta #(M) gupta(.rnd(rnd), .proba(DATA), .probabit(probaBit));
	logic selecting_out;
	selecting #(M) sel(.adr(adr_c), .proba(DATA), .select(select), .adr_0(adr_0), .probabit(probaBit), .selecting_out(selecting_out));
	assign bit_next = selecting_out & bit_prev0;
	logic [M-1:0] DATA_auth;
	assign DATA_auth = inference ? DATA : 8'b0;
	additions #(M) add(.proba1(DATA_auth), .proba2(DATA_prev), .proba_out(DATA_next)); 
endmodule
module selecting #(parameter M = 8)
(	input logic [$clog2(M)-1:0] adr,
	input logic [M-1:0] proba,
	input logic select,
	input logic adr_0,
	input logic probabit,
	output logic selecting_out );
	assign selecting_out = select ? ( adr_0 ? proba[adr] : 1'b1 ) : probabit ;
endmodule
[./constraint.sdc]
current_design bot_logic

set clk_period 4.7
set clk_io_pct 0.2

create_clock -name clk0 -period $clk_period

set non_clock_inputs [all_inputs -no_clocks]
set_input_delay [expr $clk_period * $clk_io_pct] -clock clk0 $non_clock_inputs
set_output_delay [expr $clk_period * $clk_io_pct] -clock clk0 [all_outputs]
[./config.mk]
export PLATFORM = sky130hd
export DESIGN_NAME = bot_logic
export DESIGN_NICKNAME = bot_logic
export VERILOG_FILES = /design/flow/design.v
export SDC_FILE = /design/flow/constraint.sdc
export NUM_CORES = 4
export LEC_CHECK = 1
export CORE_AREA = 10 10 70 70
export DIE_AREA = 0 0 80 80
==> metrics.cfg <==
[sta]
report.final.hold_viol_count = 0
slew_viol_final = 0
max_freq_mhz = 226
tightest_slew_ns = 0.430
tns_ns = 0
rsz0062_at_grt = false
finalCritPeriodShare_pct = 94.2
setup_viol = 0
hold-worst-slack_ns = 2.81
period_minus_slack_ns = 4.43
timing.slew.headroom_pct = 71.0

[power_and_ir_drop]
vdd_drop_max_uv = 54.9
power_density_nw_per_um2 = 105
p_seq_share_pct = 0
p_int_w = 0.0000731
netSwitchingFraction_pct = 35.9
power_switching_w = 0.0000410
p_leak_nw = 0.432
clockPowerShare_pct = 0
p_comb_share_pct = 100.0
total_power_w = 0.000114

[outcome]
status = finished, final reports clean

[synth]
ys_seq_share_pct = 0
top_logic_kind = AND-OR/OR-AND gates
ys_sh_simple_pct = 21.6
ys_cells = 76
syn_area_um2 = 607
synthesis.instances = 76
yosysWarnings = 0
aoi_share_pct = 41.6
xor_share_pct = 1.44
fa_ha_area_share_pct = 19.8
syn_area_per_cell_um2 = 7.98
netlist.area_leader.share_pct = 16.5
yosysTopAreaCell = ha_1
synth_cell_types = 25
topCellsByArea = ha_1 16%, mux4_1 8.7%, and2_1 8.2%
mux_area_share_pct = 13.6
ys_chip_area_um2 = 607

[critical_path]
slowest_stage = clkdlybuf4s50_1
max_stage_delay_ns = 0.48
startpoint_type = primary input
crit_fanout = 3
crit_path_end_kind = output pin
critical_path_arrival_ns = 3.49
cp_top_family = buffers and inverters
cp.buffers_inverters = 2
path_class = primary input to output pin
worstPathCellList = clkdlybuf4s50_1 -> and2_1 -> ha_1 -> fa_1 -> a211oi_2 -> o21bai_1 -> a21oi_1 -> mux2i_1 -> clkdlybuf4s50_1
cp_common_cell = clkdlybuf4s50_1
cp_data_required_time_ns = 3.76

[job]
max_cap_viol_count = 0
warning_count = 32

[hold_path]
min-delay-start = bit_prev
min_path_cells = 4
hp-class = primary input to output pin
hold-path-endpoint = bit_next

[layout]
finish.utilization_pct = 31.8
regArea_um2 = 0
n_clock_buffer = 0
stdcell_area_um2 = 1090
flops = 0
drive_gt1_share_pct = 3.39
synthToLayoutAreaGrowth_pct = 79.2

[grt]
antenna_found_initial = 0
track_usage_pct = 6.28
grt_pass1_vias = 799
grt_max_degree = 8
grt_overflow = 0
grt_pass1_wl_um = 3400

[route]
wl_um = 2100
detail_route.drc_violations = 0
drt-pass1-iter-count = 4
routed_via_density = 4.43
diodes = 0
vias = 726
wl_per_cell_um = 12.8
ant_nets = 0
drt_iter0_markers = 14

[die]
die_y_um = 80
fp_util_pct = 17.8
die-area_um2 = 6400
rows = 21
io_pins = 41
core_area_um2 = 3420
die_w_um = 80

[placed_design]
dp_hpwl_um = 1920
placed_cell_area_um2 = 1080
io_buffers = 41
routabilityCongestion = 0.861

[clock_tree]
postCtsHoldBufs = 0

[kinds of logic (layout without fill, tap and decap cells)]
group | after synthesis | after routing
fa+ha+maj | 9 | 9
mux | 5 | 5
simple gates | 23 | 23
compound gates | 35 | 35
xor+xnor | 1 | 1
buf+inv | 3 | 45
[timing repair]
item	in CTS	in global routing
endpoints found under the setup margin	0	3
resized	0	1
buffers inserted	0	0
[stage by stage]
| step | std cells | setup WS, ns |
|---|---|---|
| 6_report | 164 | 0.274 |
| 5_1_grt | 164 | 0.113 |
| 4_1_cts | 164 | 0.163 |
| 3_5_place_dp | 164 | 0.169 |
| 3_3_place_gp | 164 | 0.177 |
| 2_1_floorplan | 76 | 1.28 |
[metal layers]
metal	part of all wire (%)	vias up	global-route usage (%)
met5	0	-	0
met4	0	0	0
met3	9.7	0	2.50
met2	47	23	10.4
met1	43	313	7.94
li1	-	390	-
[cells in the mapped netlist (2+ instances only)]
master / count
ha_1: 8
a2111oi_0: 2
inv_1: 3
mux4_1: 2
nand2b_1: 2
nand3b_1: 3
o21a_1: 2
mux2i_1: 3
nand2_1: 4
a21oi_1: 7
a21o_1: 3
o21bai_1: 2
a21boi_0: 2
a211oi_1: 5
and2_1: 8
o21ai_0: 8
nor2_1: 4
[power groups by stage]
stage | registers, W | clock network [W] | logic [W]
final | 0 | 0 | 0.000114
after global routing | 0 | 0 | 0.000128
after CTS | 0 | 0 | 0.000116
[cells in the final DEF (no fill, tap or decap), types with 2 or more instances in the layout]
cell             count
mux2i_1              3
inv_1                3
and2_1               8
mux4_1               2
o21bai_1             2
nand2_1              4
a211oi_1             4
a21boi_0             2
o21ai_0              8
a21oi_1              7
clkdlybuf4s50_1     41
a21o_1               3
a2111oi_0            2
nand3b_1             3
o21a_1               2
nor2_1               4
ha_1                 8
nand2b_1             2
[worst max-delay path by stage]
stage                   start      endpoint  cells past startpoint
final                 DATA[0]  DATA_next[6]                      9
after global routing  DATA[0]  DATA_next[6]                      9
after CTS             DATA[0]  DATA_next[6]                      9
[cell type report]
cell class | instances | area, um^2
Fill cell | 366 | 2330
Inverter | 3 | 11.3
Multi-Input combinational cell | 73 | 601
Tap cell | 46 | 57.6
Timing Repair Buffer | 42 | 418
